--- run.sh ---
#!/bin/bash
# OpenROAD 26Q1-2900-gdf79404cd8, Yosys 0.63+post, stock flow scripts
make -C /OpenROAD-flow-scripts/flow DESIGN_CONFIG=/design/flow/config.mk WORK_HOME=/design/flow/orfs finish
--- config.mk ---
export PLATFORM = sky130hd
export DESIGN_NAME = axi_rw
export DESIGN_NICKNAME = axi_rw
export VERILOG_FILES = /design/flow/design.v
export SDC_FILE = /design/flow/constraint.sdc
export NUM_CORES = 4
export LEC_CHECK = 1
export CORE_AREA = 10 10 222 222
export DIE_AREA = 0 0 232 232
--- constraint.sdc ---
current_design axi_rw

set clk_period 9.4
set clk_io_pct 0.2

create_clock -name clk0 -period $clk_period [get_ports {clock}]

set non_clock_inputs [all_inputs -no_clocks]
set_input_delay [expr $clk_period * $clk_io_pct] -clock clk0 $non_clock_inputs
set_output_delay [expr $clk_period * $clk_io_pct] -clock clk0 [all_outputs]
--- design.v ---
`timescale 1ns / 1ps
module axi_rw # (
    parameter RW_DATA_WIDTH     = 64,
    parameter RW_ADDR_WIDTH     = 64,
    parameter AXI_DATA_WIDTH    = 64,
    parameter AXI_ADDR_WIDTH    = 64,
    parameter AXI_ID_WIDTH      = 4,
    parameter AXI_USER_WIDTH    = 1
)(
    input                               clock,
    input                               reset,
	input                               rw_valid_i,
	output                              rw_ready_o,
    input                               rw_req_i,
    output reg [RW_DATA_WIDTH:0]        data_read_o,
    input  [RW_DATA_WIDTH:0]            data_write_i,
    input  [AXI_DATA_WIDTH:0]           rw_addr_i,
    input  [1:0]                        rw_size_i,
    output [1:0]                        rw_resp_o,
    input                               axi_aw_ready_i,
    output                              axi_aw_valid_o,
    output [AXI_ADDR_WIDTH-1:0]         axi_aw_addr_o,
    output [2:0]                        axi_aw_prot_o,
    output [AXI_ID_WIDTH-1:0]           axi_aw_id_o,
    output [AXI_USER_WIDTH-1:0]         axi_aw_user_o,
    output [7:0]                        axi_aw_len_o,
    output [2:0]                        axi_aw_size_o,
    output [1:0]                        axi_aw_burst_o,
    output                              axi_aw_lock_o,
    output [3:0]                        axi_aw_cache_o,
    output [3:0]                        axi_aw_qos_o,
    output [3:0]                        axi_aw_region_o,
    input                               axi_w_ready_i,
    output                              axi_w_valid_o,
    output [AXI_DATA_WIDTH-1:0]         axi_w_data_o,
    output [AXI_DATA_WIDTH/8-1:0]       axi_w_strb_o,
    output                              axi_w_last_o,
    output [AXI_USER_WIDTH-1:0]         axi_w_user_o,
    output                              axi_b_ready_o,
    input                               axi_b_valid_i,
    input  [1:0]                        axi_b_resp_i,
    input  [AXI_ID_WIDTH-1:0]           axi_b_id_i,
    input  [AXI_USER_WIDTH-1:0]         axi_b_user_i,
    input                               axi_ar_ready_i,
    output                              axi_ar_valid_o,
    output [AXI_ADDR_WIDTH-1:0]         axi_ar_addr_o,
    output [2:0]                        axi_ar_prot_o,
    output [AXI_ID_WIDTH-1:0]           axi_ar_id_o,
    output [AXI_USER_WIDTH-1:0]         axi_ar_user_o,
    output [7:0]                        axi_ar_len_o,
    output [2:0]                        axi_ar_size_o,
    output [1:0]                        axi_ar_burst_o,
    output                              axi_ar_lock_o,
    output [3:0]                        axi_ar_cache_o,
    output [3:0]                        axi_ar_qos_o,
    output [3:0]                        axi_ar_region_o,
    output                              axi_r_ready_o,
    input                               axi_r_valid_i,
    input  [1:0]                        axi_r_resp_i,
    input  [AXI_DATA_WIDTH-1:0]         axi_r_data_i,
    input                               axi_r_last_i,
    input  [AXI_ID_WIDTH-1:0]           axi_r_id_i,
    input  [AXI_USER_WIDTH-1:0]         axi_r_user_i
);
    wire w_trans    = rw_req_i == 1'b1;
    wire r_trans    = rw_req_i == 1'b0;
    wire w_valid    = rw_valid_i & w_trans;
    wire r_valid    = rw_valid_i & r_trans;
    wire aw_hs      = axi_aw_ready_i & axi_aw_valid_o;
    wire w_hs       = axi_w_ready_i  & axi_w_valid_o;
    wire b_hs       = axi_b_ready_o  & axi_b_valid_i;
    wire ar_hs      = axi_ar_ready_i & axi_ar_valid_o;
    wire r_hs       = axi_r_ready_o  & axi_r_valid_i;
    wire w_done     = w_hs & axi_w_last_o;
    wire r_done     = r_hs & axi_r_last_i;
    wire trans_done = w_trans ? b_hs : r_done;
    parameter [1:0] W_STATE_IDLE = 2'b00, W_STATE_ADDR = 2'b01, W_STATE_WRITE = 2'b10, W_STATE_RESP = 2'b11;
    parameter [1:0] R_STATE_IDLE = 2'b00, R_STATE_ADDR = 2'b01, R_STATE_READ  = 2'b10;
    reg [1:0] w_state, r_state;
    wire w_state_idle = w_state == W_STATE_IDLE, w_state_addr = w_state == W_STATE_ADDR, w_state_write = w_state == W_STATE_WRITE, w_state_resp = w_state == W_STATE_RESP;
    wire r_state_idle = r_state == R_STATE_IDLE, r_state_addr = r_state == R_STATE_ADDR, r_state_read  = r_state == R_STATE_READ;
    always @(posedge clock) begin
        if (reset) begin
            w_state <= W_STATE_IDLE;
        end
        else begin
            if (w_valid) begin
                case (w_state)
                    W_STATE_IDLE:               w_state <= W_STATE_ADDR;
                    W_STATE_ADDR:  if (aw_hs)   w_state <= W_STATE_WRITE;
                    W_STATE_WRITE: if (w_done)  w_state <= W_STATE_RESP;
                    W_STATE_RESP:  if (b_hs)    w_state <= W_STATE_IDLE;
                endcase
            end
        end
    end
    always @(posedge clock) begin
        if (reset) begin
            r_state <= R_STATE_IDLE;
        end
        else begin
            if (r_valid) begin
                case (r_state)
                    R_STATE_IDLE:               r_state <= R_STATE_ADDR;
                    R_STATE_ADDR: if (ar_hs)    r_state <= R_STATE_READ;
                    R_STATE_READ: if (r_done)   r_state <= R_STATE_IDLE;
                    default:;
                endcase
            end
        end
    end
    reg [7:0] len;
    wire len_reset      = reset | (w_trans & w_state_idle) | (r_trans & r_state_idle);
    wire len_incr_en    = (len != axi_len) & (w_hs | r_hs);
    always @(posedge clock) begin
        if (len_reset) begin
            len <= 0;
        end
        else if (len_incr_en) begin
            len <= len + 1;
        end
    end
    parameter ALIGNED_WIDTH = $clog2(AXI_DATA_WIDTH / 8);
    parameter OFFSET_WIDTH  = $clog2(AXI_DATA_WIDTH);
    parameter AXI_SIZE      = $clog2(AXI_DATA_WIDTH / 8);
    parameter MASK_WIDTH    = AXI_DATA_WIDTH * 2;
    parameter TRANS_LEN     = RW_DATA_WIDTH / AXI_DATA_WIDTH;
    parameter BLOCK_TRANS   = TRANS_LEN > 1 ? 1'b1 : 1'b0;
    wire aligned            = BLOCK_TRANS | rw_addr_i[ALIGNED_WIDTH-1:0] == 0;
    wire size_b             = rw_size_i == 2'b00;
    wire size_h             = rw_size_i == 2'b01;
    wire size_w             = rw_size_i == 2'b10;
    wire size_d             = rw_size_i == 2'b11;
    wire [3:0] addr_op1     = {{4-ALIGNED_WIDTH{1'b0}}, rw_addr_i[ALIGNED_WIDTH-1:0]};
    wire [3:0] addr_op2     = ({4{size_b}} & {4'b0})
                                | ({4{size_h}} & {4'b1})
                                | ({4{size_w}} & {4'b11})
                                | ({4{size_d}} & {4'b111})
                                ;
    wire [3:0] addr_end     = addr_op1 + addr_op2;
    wire overstep           = addr_end[3:ALIGNED_WIDTH] != 0;
    wire [7:0] axi_len      = aligned ? TRANS_LEN - 1 : {{7{1'b0}}, overstep};
    wire [2:0] axi_size     = AXI_SIZE[2:0];
    wire [AXI_ADDR_WIDTH-1:0] axi_addr          = {rw_addr_i[AXI_ADDR_WIDTH-1:ALIGNED_WIDTH], {ALIGNED_WIDTH{1'b0}}};
    wire [OFFSET_WIDTH-1:0] aligned_offset_l    = {{OFFSET_WIDTH-ALIGNED_WIDTH{1'b0}}, {rw_addr_i[ALIGNED_WIDTH-1:0]}} << 3;
    wire [OFFSET_WIDTH-1:0] aligned_offset_h    = AXI_DATA_WIDTH - aligned_offset_l;
    wire [MASK_WIDTH-1:0] mask                  = (({MASK_WIDTH{size_b}} & {{MASK_WIDTH-8{1'b0}}, 8'hff})
                                                    | ({MASK_WIDTH{size_h}} & {{MASK_WIDTH-16{1'b0}}, 16'hffff})
                                                    | ({MASK_WIDTH{size_w}} & {{MASK_WIDTH-32{1'b0}}, 32'hffffffff})
                                                    | ({MASK_WIDTH{size_d}} & {{MASK_WIDTH-64{1'b0}}, 64'hffffffff_ffffffff})
                                                    ) << aligned_offset_l;
    wire [AXI_DATA_WIDTH-1:0] mask_l            = mask[AXI_DATA_WIDTH-1:0];
    wire [AXI_DATA_WIDTH-1:0] mask_h            = mask[MASK_WIDTH-1:AXI_DATA_WIDTH];
    wire [AXI_ID_WIDTH-1:0] axi_id              = {AXI_ID_WIDTH{1'b0}};
    wire [AXI_USER_WIDTH-1:0] axi_user          = {AXI_USER_WIDTH{1'b0}};
    reg rw_ready;
    wire rw_ready_nxt = trans_done;
    wire rw_ready_en      = trans_done | rw_ready;
    always @(posedge clock) begin
        if (reset) begin
            rw_ready <= 0;
        end
        else if (rw_ready_en) begin
            rw_ready <= rw_ready_nxt;
        end
    end
    assign rw_ready_o     = rw_ready;
    reg [1:0] rw_resp;
    wire rw_resp_nxt = w_trans ? axi_b_resp_i : axi_r_resp_i;
    wire resp_en = trans_done;
    always @(posedge clock) begin
        if (reset) begin
            rw_resp <= 0;
        end
        else if (resp_en) begin
            rw_resp <= rw_resp_nxt;
        end
    end
    assign rw_resp_o      = rw_resp;
    assign axi_ar_valid_o   = r_state_addr;
    assign axi_ar_addr_o    = axi_addr;
    assign axi_ar_prot_o    = 3'b000 | 3'b000 | 3'b000;
    assign axi_ar_id_o      = axi_id;
    assign axi_ar_user_o    = axi_user;
    assign axi_ar_len_o     = axi_len;
    assign axi_ar_size_o    = axi_size;
    assign axi_ar_burst_o   = 2'b01;
    assign axi_ar_lock_o    = 1'b0;
    assign axi_ar_cache_o   = 4'b0010;
    assign axi_ar_qos_o     = 4'h0;
    assign axi_r_ready_o    = r_state_read;
    wire [AXI_DATA_WIDTH-1:0] axi_r_data_l  = (axi_r_data_i & mask_l) >> aligned_offset_l;
    wire [AXI_DATA_WIDTH-1:0] axi_r_data_h  = (axi_r_data_i & mask_h) << aligned_offset_h;
    generate
        for (genvar i = 0; i < TRANS_LEN; i += 1) begin
            always @(posedge clock) begin
                if (reset) begin
                    data_read_o[i*AXI_DATA_WIDTH+:AXI_DATA_WIDTH] <= 0;
                end
                else if (axi_r_ready_o & axi_r_valid_i) begin
                    if (~aligned & overstep) begin
                        if (len[0]) begin
                            data_read_o[AXI_DATA_WIDTH-1:0] <= data_read_o[AXI_DATA_WIDTH-1:0] | axi_r_data_h;
                        end
                        else begin
                            data_read_o[AXI_DATA_WIDTH-1:0] <= axi_r_data_l;
                        end
                    end
                    else if (len == i) begin
                        data_read_o[i*AXI_DATA_WIDTH+:AXI_DATA_WIDTH] <= axi_r_data_l;
                    end
                end
            end
        end
    endgenerate
endmodule
==> impl_metrics.json <==
{
  "cts_buffers": 9,
  "fin_util_pct": 21.4,
  "design_area_mm2": 0.00949,
  "fillCellCount": 4939,
  "crit_path_start_kind": "primary input",
  "status": "complete, no violations",
  "grt_max_degree": 64,
  "vias_per_cell": 4.91,
  "grt_pass1_vias": 8499,
  "hold_path.class": "reg -> reg",
  "drv_slew": 0,
  "firstDrtPassIters": 6,
  "slew_headroom_pct": 37.3,
  "antenna_found_initial": 1,
  "placed_cells": 1744,
  "synth_cells": 1131,
  "placed_cell_area_mm2": 0.00921,
  "leakage_nw": 3.45,
  "enable_flop_cells": 0,
  "ys_ff": 78,
  "ys_area_mm2": 0.00852,
  "yosys_most_used_dff": "dfxtp_1",
  "worstPathArrival_ns": 4.43,
  "drive_above_1_share_pct": 6.76,
  "drt-initial-drc-count": 1003,
  "path_class": "in -> out",
  "hold_buffers": 0,
  "yosysUniqueCellTypes": 70,
  "synthTopCellsByCount": "buf_4 (282), a21oi_1 (102), dfxtp_1 (78)",
  "hold_viol": 0,
  "top_area_cell": "buf_4",
  "dp_hpwl_um": 32000,
  "combGateArea_mm2": 0.00524,
  "grt_usage_pct": 14.9,
  "clkTransAtPathRegs_ns": 0.06,
  "cts_setup_buffers": 0,
  "setup_tns_ns": 0,
  "io-pin-count": 563,
  "drc": 0,
  "area_leaders": "buf_4 (25%), dfxtp_1 (18%), a21oi_1 (6.0%)",
  "grt_pass1_wl_um": 59300,
  "core_mm2": 0.0443,
  "top_area_share_pct": 24.8,
  "cts_resized": 0,
  "async_flop_share_pct": 0,
  "p_per_area_mw_per_mm2": 102,
  "peakVddDrop_uv": 86.5,
  "grt.overflow.total": 0,
  "fin_crit_sh_pct": 67.1,
  "htreeDepth": 3,
  "cp_max_fo": 47,
  "routed_wl_um": 41600,
  "num_antenna_cells": 0,
  "routabilityCongestion": 0.967,
  "portBuffers": 145,
  "clock_latency_ns": 0.37,
  "maxCapViolCount": 0,
  "die_h_um": 232,
  "clock_skew_ns": 0.00642,
  "clockBufferDepth": 2,
  "cp.required_ns": 7.52,
  "num_vias": 8642,
  "final_cells": 1760,
  "regArea_mm2": 0.00156,
  "ys_cells": 1131,
  "fp_util_pct": 19.2,
  "tightest_slew_ns": 0.940,
  "post_drt_wl_per_cell_um": 23.6,
  "layout-area-overhead-vs-synth_pct": 11.3,
  "cts_tree": "yes",
  "most_common_cell": "buf_4",
  "drtAntennaViolNets": 0,
  "fmax_ghz": 0.158,
  "rows": 77,
  "yosysWarnings": 181,
  "syn_area_per_cell_um2": 7.54,
  "finalSetupViolCount": 0,
  "ys_seq_share_pct": 18.3,
  "grt_setup_unrepaired": "no",
  "netlist_area_mm2": 0.00852,
  "cts_sinks": 78,
  "dieArea_mm2": 0.0538,
  "die_w_um": 232,
  "period_minus_slack_ns": 6.31,
  "cts_root_buffer": "clkbuf_16",
  "warnings": 109,
  "end_kind": "primary output"
}
[final timing paths]
| kind | endpoint | start | slack (ns) | cells past startpoint |
|---|---|---|---|---|
| hold / removal | w_state[0]$_DFF_P_ | w_state[0]$_DFF_P_ | 0.47 | 1 |
| setup / recovery | axi_ar_len_o[0] | rw_addr_i[2] | 3.09 | 8 |
| setup reg to reg | data_read_o[11]$_SDFFE_PP0P_ | len[0]$_SDFFE_PP0P_ | 6.53 | 9 |
| hold reg to reg | w_state[0]$_DFF_P_ | w_state[0]$_DFF_P_ | 0.47 | 1 |
[logic make-up (layout without fill, tap and decap cells)]
logic type | Yosys count | in the layout | share of synthesized area (%)
multiplexers | 35 | 35 | 4.32
other | 2 | 213 | 0.0881
adder cells (fa/ha/maj) | 7 | 7 | 1.01
XOR/XNOR | 6 | 6 | 0.616
flip-flops | 78 | 78 | 18.3
AND-OR/OR-AND | 374 | 374 | 31.0
buffers and inverters | 371 | 197 | 29.5
AND/OR/NAND/NOR | 258 | 258 | 15.1
[flip-flops by register name, summed over array words and instances (netlist names)]
name         count
w_state          1
data_read_o     64
rw_ready         1
rw_resp          1
len              8
r_state          3
[layer usage]
layer / global-route usage (%) / vias up / wire length (um)
met5: 0 / - / 9
li1: - / 3781 / -
met3: 5.28 / 88 / 4630
met2: 22.7 / 616 / 18500
met4: 3.78 / 2 / 1300
met1: 19.8 / 4155 / 17100
[report_power, final]
group          internal (mW)  switching (mW)  total (mW)
Sequential             0.335         0.00298       0.338
Combinational         0.0978           0.183       0.280
Clock                  0.204           0.148       0.352
[area by class of cell]
cell class | count | share of cell area [%]
multi-input combinational | 893 | 55.2
timing repair buffer | 170 | 17.1
sequential | 78 | 16.5
tap | 592 | 7.81
clock buffer | 11 | 2.45
clock inverter | 5 | 0.527
inverter | 11 | 0.435
[stage by stage]
stage / hold slack (ns) / setup WS, ns / power [mW]
finish: 0.466 / 3.09 / 0.970
global route: 0.475 / 2.96 / 1.01
floorplan: 0.428 / 4.21 / 0.564
detailed placement: 0.452 / 3.12 / 0.620
global placement: 0.437 / 3.08 / 0.622
CTS: 0.466 / 3.11 / 0.974
[critical path, cell delays in order]
cell             delay, ns
clkdlybuf4s50_1       0.46
buf_4                 0.45
inv_1                 0.08
buf_4                 0.25
ha_1                  0.28
nor2_1                0.21
and2_1                0.25
clkdlybuf4s50_1       0.53
[placed cells by master, fill, tap and decap left out, types with 3 or more instances in the layout]
cell type,instances
conb_1,213
clkdlybuf4s50_1,142
a21oi_1,102
dfxtp_1,78
nor2_1,71
nor3_1,56
nand2_1,42
a211oi_1,41
o21ai_0,35
a221oi_1,33
a22oi_1,27
buf_4,25
mux2i_1,23
nand3_1,18
a22o_1,17
a32oi_1,16
and3_1,12
a211o_1,12
o2bb2ai_1,12
o22ai_1,12
a311oi_1,12
mux2_2,11
nor4_1,11
inv_1,9
o32ai_1,9
clkbuf_16,9
and2_1,8
nor2b_1,8
a31oi_1,7
a21o_1,7
nand2b_1,7
or2_2,7
a2111oi_0,7
a32o_1,6
a221o_1,6
ha_1,6
xnor2_1,5
clkinv_2,4
buf_2,3
Power is estimated from default activity; no workload was simulated.
